===== design.v =====
`timescale 1ns/1ps
module average #(
    parameter NOF_BITS = 32,
    parameter WIDTH = 32
) (
    input  wire                     clk,
    input  wire                     rst_n,
    input  wire                     start,
    input  wire                     data_first,
    input  wire                     data_last,
    input  wire [NOF_BITS-1:0]      data_in,
    output wire [NOF_BITS:0]        data_out,
    output reg                      busy,
    output reg                      TO,
    output reg                      done
);
    typedef enum logic [1:0] { S_IDLE = 2'b00, S_WAIT = 2'b01, S_BUSY = 2'b10 } state_e;
    state_e state, next_state;
    reg [3:0] timeout_cnt;
    reg [NOF_BITS:0] elem_cnt;
    wire [NOF_BITS:0] sum_out;
    wire              sum_done;
    wire              sum_busy;
    wire              div_done;
    wire              div_valid;
    wire              div_dbz;
    Sum_mod #(.NOF_BITS(NOF_BITS)) u_sum (
        .clk(clk),
        .rst_n(rst_n),
        .data_first(data_first),
        .data_last(data_last),
        .data_in(data_in),
        .data_out(sum_out),
        .busy(sum_busy),
        .done(sum_done)
    );
    divu_int #(.WIDTH(NOF_BITS+1)) u_div (
        .clk(clk),
        .rst_n(rst_n),
        .start(sum_done),
        .busy(),
        .done(div_done),
        .valid(div_valid),
        .dbz(div_dbz),
        .a(sum_out),
        .b(elem_cnt),
        .val(data_out),
        .rem()
    );
    always @(*) begin
        next_state = state;
        case (state)
            S_IDLE: begin
                if (start) next_state = S_WAIT;
            end
            S_WAIT: begin
                if (timeout_cnt == 4'd10) next_state = S_IDLE;  
                else if (data_first) next_state = S_BUSY;      
            end
            S_BUSY: begin
                if (div_done) next_state = S_IDLE;  
            end
            default: next_state = S_IDLE;
        endcase
    end
    always @(posedge clk or negedge rst_n) begin
        if (!rst_n) begin
            timeout_cnt <= 4'd0;
        end else begin
            if (state == S_WAIT) begin
                if (data_first) timeout_cnt <= 4'd0;  
                else if (timeout_cnt < 4'd10) timeout_cnt <= timeout_cnt + 1'b1;
            end else begin
                timeout_cnt <= 4'd0;
            end
        end
    end
    always @(posedge clk or negedge rst_n) begin
        if (!rst_n) begin
            elem_cnt <= {(NOF_BITS+1){1'b0}};
        end else begin
            if (state == S_WAIT && data_first) begin
                elem_cnt <= {{NOF_BITS{1'b0}}, 1'b1};
            end else if (state == S_BUSY) begin
                if (!sum_done && sum_busy) begin
                    elem_cnt <= elem_cnt + 1'b1;
                end
            end else begin
                elem_cnt <= {(NOF_BITS+1){1'b0}};
            end
        end
    end
    reg TO_reg;
    reg done_reg;
    always @(posedge clk or negedge rst_n) begin
        if (!rst_n) begin
            state   <= S_IDLE;
            busy    <= 1'b0;
            TO_reg  <= 1'b0;
            done_reg<= 1'b0;
        end else begin
            state <= next_state;
            busy <= (next_state == S_BUSY) || (state == S_BUSY);
            if (state == S_WAIT && timeout_cnt == 4'd10)
                TO_reg <= 1'b1;
            else
                TO_reg <= 1'b0;
            if (div_done && div_valid && !div_dbz)
                done_reg <= 1'b1;
            else
                done_reg <= 1'b0;
        end
    end
    always @(posedge clk or negedge rst_n) begin
        if (!rst_n) begin
            TO   <= 1'b0;
            done <= 1'b0;
        end else begin
            TO   <= TO_reg;
            done <= done_reg;
        end
    end
endmodule
module divu_int #(parameter WIDTH=5) (  
    input wire clk,               
    input wire rst_n,               
    input wire start,             
    output reg    busy,              
    output reg    done,              
    output reg    valid,             
    output reg    dbz,               
    input wire [WIDTH-1:0] a,     
    input wire [WIDTH-1:0] b,     
    output     reg [WIDTH-1:0] val,   
    output     reg [WIDTH-1:0] rem    
    );
    reg [WIDTH-1:0] b1;              
    reg [WIDTH-1:0] quo, quo_next;   
    reg [WIDTH:0] acc, acc_next;     
    reg [$clog2(WIDTH)-1:0] i;       
    always_comb begin
        if (acc >= {1'b0, b1}) begin
            acc_next = acc - b1;
            {acc_next, quo_next} = {acc_next[WIDTH-1:0], quo, 1'b1};   
        end else begin
            {acc_next, quo_next} = {acc, quo} << 1;
        end
    end
    always @(posedge clk or negedge rst_n) begin
        if (!rst_n) begin
            busy <= 0;
            done <= 0;
            valid <= 0;
            dbz <= 0;
            val <= 0;
            rem <= 0;
        end else begin
            done <= 0;
            if (start) begin
                valid <= 0;
                i <= 0;
                if (b == 0) begin   
                    busy <= 0;
                    done <= 1;
                    dbz <= 1;
                end else begin
                    busy <= 1;
                    dbz <= 0;
                    b1 <= b;
                    {acc, quo} <= {{WIDTH{1'b0}}, a, 1'b0};   
                end
            end else if (busy) begin
                if (i == WIDTH-1) begin   
                    busy <= 0;
                    done <= 1;
                    valid <= 1;
                    val <= quo_next;
                    rem <= acc_next[WIDTH:1];   
                end else begin   
                    i <= i + 1;
                    acc <= acc_next;
                    quo <= quo_next;
                end
            end
        end
    end
endmodule
`timescale 1ns/1ps
module Sum_mod #(
    parameter NOF_BITS = 32
) (
    input wire clk,
    input wire rst_n,
    input wire data_first,
    input wire data_last,
    input wire [NOF_BITS-1:0] data_in,
    output reg [NOF_BITS:0] data_out,
    output reg busy,    
    output reg done     
);
    reg [NOF_BITS:0] current_total;
    reg [NOF_BITS:0] current_total_next;
    reg [NOF_BITS:0] out_val_next;
    reg busy_flag_next;
    reg done_flag_next;
    always @(posedge clk or negedge rst_n) begin
        if (!rst_n) begin
            busy          <= 1'b0;
            done          <= 1'b0;
            current_total <= {(NOF_BITS+1){1'b0}};
            data_out      <= {(NOF_BITS+1){1'b0}};
        end else begin
            busy          <= busy_flag_next;
            done          <= done_flag_next;
            current_total <= current_total_next;
            data_out      <= out_val_next;
        end
    end
    always @(*) begin
        busy_flag_next = busy; 
        if (data_last) begin
            busy_flag_next = 1'b0;
        end else if (data_first) begin
            busy_flag_next = 1'b1;
        end
    end
    always @(*) begin
        current_total_next = current_total;
        if (data_first) begin
            current_total_next = {1'b0, data_in};
        end else if (busy && !data_last) begin
            current_total_next = current_total + {1'b0, data_in};
        end
    end
    always @(*) begin
        out_val_next = data_out;
        done_flag_next = 1'b0;
        if (data_last) begin
            done_flag_next = 1'b1;  
            if (data_first) begin
                out_val_next = {1'b0, data_in};
            end else begin
                out_val_next = current_total + {1'b0, data_in};
            end
        end
    end
endmodule

===== constraint.sdc =====
current_design average

set clk_period 12.7
set clk_io_pct 0.2

create_clock -name clk0 -period $clk_period [get_ports {clk}]

set non_clock_inputs [all_inputs -no_clocks]
set_input_delay [expr $clk_period * $clk_io_pct] -clock clk0 $non_clock_inputs
set_output_delay [expr $clk_period * $clk_io_pct] -clock clk0 [all_outputs]

===== config.mk =====
export PLATFORM = sky130hd
export DESIGN_NAME = average
export DESIGN_NICKNAME = average
export VERILOG_FILES = /design/flow/design.v
export SDC_FILE = /design/flow/constraint.sdc
export NUM_CORES = 4
export LEC_CHECK = 1
export CORE_UTILIZATION = 30

===== run.sh =====
#!/bin/bash
# OpenROAD 26Q1-2900-gdf79404cd8, Yosys 0.63+post, stock flow scripts
make -C /OpenROAD-flow-scripts/flow DESIGN_CONFIG=/design/flow/config.mk WORK_HOME=/design/flow/orfs finish

==> GITHUB_STEP_SUMMARY <==
### Flow metrics

| Metric | Value |
|---|---|
| Status | `completed` |
| Slew headroom | `a little under half` |
| CP arrival | `a little under 6000 ps` |
| Top Metal Used | `met4` |
| PwrDens | `approximately 150 mW/mm^2` |
| Final hold violation count | `0` |
| Worst Slack Setup Final | `about 7200 ps` |
| Yosys Chip Area | `~0.014 sq mm` |
| Fp util | `a little under a third` |
| Main logic family after synthesis | `AND-OR/OR-AND gates` |
| H-tree levels | `1` |
| VDD IR-drop max | `between 90 and 100 uV` |
| DRC Markers | `0` |
| Met1 WL | `roughly 15 mm` |
| Sum of negative setup slack | `0 ps` |
| Max incr delay on CP | `approximately 440 ps` |
| Boundary Pins | `between 70 and 80` |
| Wire per inst | `approximately 15 um` |
| Die extent in x | `between 200 and 250 um` |
| Warnings, synthesis | `3` |
| Post-CTS sizing | `0` |
| Total number of vias | `between 10000 and 15000` |
| Main flop type | `dfrtp_1` |
| Max-cap violations | `0` |
| Die area | `roughly 0.048 sq mm` |
| Psw | `0.000765 W` |
| Ys cells | `1358` |
| Mapped Cells | `between 1000 and 1500` |
| CP Cell Sequence | `clkdlybuf4s50_1 > ha_1 > fa_1 > a211oi_1 > nor2_1 > o31ai_1 > o31a_1 > nand2_1 > a31oi_1 > o2111ai_1 > xnor2_1 > o221ai_1` |
| Logic area | `about 0.0067 sq mm` |
| Most frequent cell after synthesis | `nor2_1` |
| GRT overflow | `0` |
| Skew final | `between 10 and 15 ps` |
| Die H | `roughly 220 um` |
| HPWL after DPL | `~22 mm` |
| Initial antenna violation count | `0` |
| Yosys top cell by area | `dfrtp_1` |
| CTS hold repair buffers | `0` |
| Root Driver | `clkbuf_16` |
| Register area share after synthesis | `roughly half` |
| Cts bufs inserted | `29` |
| Pin count of the biggest net entering global routing | `about 63` |
| DR iter-0 viols | `roughly 470` |
| RePlAce Congestion | `between 0.9 and 1` |
| Mux frac, synth | `a little under 8%` |
| XOR Share, Synth | `5.33%` |
| Inserted Diodes | `0` |
| Clk latency of the worst-skew pair | `roughly 540 ps` |
| Flop area | `roughly 0.0069 sq mm` |
| Post-Synth Simple-Gate Area | `13.1%` |
| Clock transition at the registers of the reported paths | `around 60 ps` |
| Fmax | `0.183 GHz` |
| Worst min path class | `flip-flop to flip-flop` |
| Clock Power Share | `32.0%` |
| Met3 WL | `roughly 1.3 mm` |
| Row count | `slightly below 80` |
| Worst-Margin Slew | `780 ps` |
| Max Fanout on Critical Path | `4` |
| Adder Area Share | `under 10%` |
| Lkg Pwr | `~6.8 nW` |
| Port bufs | `between 70 and 80` |
| DP Worst Slack | `6730 ps` |
| Sw Ratio | `between 30% and 40%` |
| Post-synth regs | `256` |
| Worst path required time | `between 10000 and 15000 ps` |
| Sequential share of power | `between 40% and 50%` |
| Synth cell count leaders | `150 x nor2_1, 149 x dfrtp_1, 106 x edfxtp_1` |
| And-or/or-and share of the synthesized area | `between 10 and 15%` |
| Flip-flops with a built-in enable | `between 100 and 150` |
| Hold Worst Slack | `~350 ps` |
| # fillers | `approximately 4600` |
| Vias per cell | `4.95` |
| Combinational group share of total power | `26.2%` |
| CTS Buffer Depth | `3` |
| CP Capture Type | `flip-flop` |
| Post-route cell area | `0.0164 sq mm` |
| Syn avg cell area | `approximately 10 sq um` |
| Vias in the first global route | `a little under 10000` |
| Startpoint Class | `input port` |
| First-pass GRT wire length | `51.7 mm` |
| Cell-internal power | `0.00177 W` |
| Layout cell share with drive strength beyond 1 | `between 10% and 20%` |
| Area growth syn-to-layout | `16.0%` |
| Min Clock Period, post-route | `5460 ps` |
| Max reg flops | `34` |
| Met2 wire len | `about 14 mm` |
| Post-Route WL | `30.7 mm` |
| Setup Crit Path Kind | `input port to flip-flop` |
| Final period util | `between 40% and 50%` |
| Pre-antenna DRT Iters | `4` |
| Tool warnings | `28` |
| Post-Syn Area | `0.0141 sq mm` |
| Final-report setup violation count | `0` |
| CTS tree | `done` |
| Post-DP Area | `0.0155 sq mm` |
| Async S/R FF share, synth | `approximately 60%` |
| Largest Register | `u_div.acc` |
| Core area | `0.0465 sq mm` |
| Top cells by area | `dfrtp_1 26%, edfxtp_1 23%, ha_1 6.3%` |
| Antenna Nets Post-Route | `0` |
| All-Layer GR Usage | `13.8%` |
| CTS sink count | `about 260` |
| Slew Viols, Final | `0` |
| Post-CTS setup repair buffer count | `0` |
| RSZ-0062 raised after global routing | `false` |
| Area share, top type | `about a quarter` |
| Critical Path Slowest Stage Cell | `fa_1` |
| Netlist cell types | `about 68` |
## layer usage
| metal | vias up | GRT usage (%) |
|---|---|---|
| met5 | - | 0 |
| met4 | 0 | 2.50 |
| met3 | 43 | 2.24 |
| met2 | 162 | 21.7 |
| met1 | 4867 | 20.8 |
| li1 | 5050 | - |
## critical path, delay by kind of cell
family,cells,cell delay [ps]
compound gates,6,1710
xor+xnor,1,230
fa+ha+maj,2,700
buf+inv,1,430
simple gates,2,250
## power by group through the flow
stage	Combinational, W	Sequential, W	Clock, W
CTS	0.000669	0.00106	0.000832
global route	0.000747	0.00107	0.000866
finish	0.000665	0.00106	0.000811
## layout by cell type, fill, tap and decap left out, types with 8 or more instances in the layout
| master | count |
|---|---|
| o21a_1 | 10 |
| edfxtp_1 | 106 |
| dfrtp_1 | 148 |
| clkinv_2 | 8 |
| mux2i_1 | 35 |
| inv_1 | 62 |
| nand3_1 | 39 |
| xor2_1 | 41 |
| mux2_2 | 68 |
| a21o_1 | 37 |
| nand2_1 | 99 |
| nand4_1 | 22 |
| ha_1 | 71 |
| clkbuf_16 | 30 |
| a31oi_1 | 22 |
| and3_1 | 16 |
| a211oi_1 | 9 |
| xnor2_1 | 45 |
| a21oi_1 | 93 |
| o21ai_0 | 76 |
| clkdlybuf4s50_1 | 69 |
| nor2b_1 | 10 |
| nor4_1 | 10 |
| buf_4 | 13 |
| or3_1 | 13 |
| nor2_1 | 149 |
| a211oi_2 | 9 |
## final timing paths
kind	start	endpoint	slack, ps	depth (start not counted)
max in group asynchronous	rst_n	u_div.val[11]	9640	2
hold reg to reg	done_reg	done	350	0
min in group asynchronous	rst_n	u_sum.data_out[29]	1970	1
setup reg to reg	u_div.acc[7]	u_div.acc[24]	8730	10
hold / removal	done_reg	done	350	0
setup / recovery	data_in[0]	u_sum.data_out[30]	7240	12
## through the flow
step | utilization [%] | total power [W] | instances
floorplan | - | 0.00154 | 1358
global placement | 33.3 | 0.00173 | 1992
detailed placement | 33.3 | 0.00174 | 1992
CTS | 35.3 | 0.00256 | 2045
global route | 35.3 | 0.00269 | 2045
finish | 35.3 | 0.00253 | 2045
## final cells by class
cell class | instances | share of cell area [%]
Sequential cell | 256 | 42.3
Multi-Input combinational cell | 981 | 41.0
Clock buffer | 40 | 5.05
Timing Repair Buffer | 85 | 4.94
Tap cell | 607 | 4.63
Inverter | 63 | 1.44
Clock inverter | 13 | 0.626
## kinds of logic after synthesis
family / Yosys count
compound gates: 320
buf+inv: 121
simple gates: 399
mux: 103
fa+ha+maj: 73
flops: 256
xor+xnor: 86
No activity file was given, so power comes from the tool's default toggle rates.
